[./run.sh]
#!/bin/bash
# OpenROAD 26Q1-2900-gdf79404cd8, Yosys 0.63+post, stock flow scripts
make -C /OpenROAD-flow-scripts/flow DESIGN_CONFIG=/design/flow/config.mk WORK_HOME=/design/flow/orfs finish
[./config.mk]
export PLATFORM = sky130hd
export DESIGN_NAME = miss_animation
export DESIGN_NICKNAME = miss_animation
export VERILOG_FILES = /design/flow/design.v
export SDC_FILE = /design/flow/constraint.sdc
export NUM_CORES = 4
export LEC_CHECK = 1
export CORE_UTILIZATION = 30
[./constraint.sdc]
current_design miss_animation

set clk_period 12.9
set clk_io_pct 0.2

create_clock -name clk0 -period $clk_period [get_ports {clk}]

set non_clock_inputs [all_inputs -no_clocks]
set_input_delay [expr $clk_period * $clk_io_pct] -clock clk0 $non_clock_inputs
set_output_delay [expr $clk_period * $clk_io_pct] -clock clk0 [all_outputs]
[./design.v]
`timescale 1ns / 1ps
module miss_animation(
    input [63:0] x,
    input [63:0] y,
    input clk,
    input run,
    output reg [15:0] oled_data,
    output reg [1:0] animation_frame = 0
    );
    localparam [15:0] orange = 16'b11101_011110_00001;
    localparam [15:0] black = 16'b00000_000000_00000;
    localparam [15:0] red = 16'b11100_000111_00010;
    localparam [15:0] blue = 16'b00001_101011_11010;
    localparam [15:0] white = 16'b11111_111111_11111;
    reg [63:0] frame_rate_counter = 0;
    always @ (posedge clk) begin
        oled_data <= blue;
        if ( run) begin
            frame_rate_counter = frame_rate_counter + 1;
            if (frame_rate_counter == 10_000_000) begin
                animation_frame = animation_frame +1;
                frame_rate_counter = 0;
            end
        end
        else begin
            frame_rate_counter = 0;
            animation_frame = 0;
        end
        case (animation_frame)
            0: if (x>5 && x < 15 && y>10 && y <20) begin
                oled_data <= orange;
               end
            1: if (x >15 && x<25 && y >0 && y<10) begin
                oled_data <= orange;
               end 
            2: if (x >25 && x<35 && y>10 && y<20) begin
                oled_data <= orange;
               end 
            3: if (x > 15 && x<25 && y>0 && y<10) begin
                 oled_data <= orange;
               end
            default:if (x>5 && x < 15 && y>10 && y <20) begin
                oled_data <= orange;
               end
        endcase
        if (x > 30 && x <50 && y > 20 && y<25) begin
            oled_data <= red;
        end
        else if (x>50&& x<53 && y >0 && y <22) begin
            oled_data <= black;
        end
        else if ( x> 48 && x <50 && y >22 && y < 40) begin
            oled_data <= black;
        end
        else if ( x>40 && x < 43 && y >22 && y<40) begin
            oled_data <= black;
        end
        else if ( x>30 && x <33 && y>22 && y<40) begin
            oled_data <= black;
        end
        else if (x>30 && x <53 && y >28 && y<30) begin
            oled_data <= black;
        end
        else if (x>30 && x <53 && y>34 && y<37) begin
            oled_data <= black;
        end
        else if (x>50&& x<53 && y >22 && y <63)begin
            oled_data <= white;
        end
    end
endmodule
==> notes.md <==
Numbers from the implementation run.

The detailed placer's ending HPWL is around 12000 um. The number of antenna repair diodes is 0. The TritonCTS clock tree is built. The global-route total usage across every layer is about a fifth. Across the run, the number of max-cap violations was 0. The area recorded from the Yosys report for this design is slightly below 5000 um2.

The slowest stage of the critical path belongs to the cell sky130_fd_sc_hd__nor4_1. The run finished with clean final reports. As logged by OpenROAD, the buffers inserted on ports number 147. According to the timing report, the data required time at the worst endpoint equals 13130 ps.

The data arrival time of the critical path is 5550 ps. The kind of end point of the critical path is a flip-flop. The sequential-to-total area share from yosys stat is between 20% and 30%. The script logs the ratio of routed vias to standard cells as approximately 5.2.

Setup repair after global routing left no endpoint under its margin. Checking max transition, the worst relative margin is between 40% and 50%. The filler cells instantiated in the layout total about 1.6k. The number of distinct library cells after synthesis is 63. A synthesized cell averages between 7 and 8 um2. The number of storage elements in the synthesis netlist is 73. The total cell area at the placement stage is about 6400 um2. The share of the core filled with cells in the final layout is between 40% and 50%. Synthesis produced about 640 cells.

At the later pin of the worst-skew pair, clock insertion delay measures 340 ps. For this run, the slowest stage of the critical path takes 550 ps. The H-tree generated during clock tree synthesis spans 3 levels. The share of the synthesized area in the top cell type is 30.0%. The transition time at the pin with the least slew margin is approximately 770 ps. The overall die width is roughly 130 um. The remaining antenna violation count is 0. In this run, the synthesized area fraction spent on and/or/nand/nor cells is recorded as a little over two fifths. The core outline area is 15900 um2. The number of max-slew violations in the final report is 0. The number of vias after detailed routing is approximately 5k.

The mux cell area share after synthesis is less than 1%. By instance count after routing, the leading logic cell type is sky130_fd_sc_hd__clkdlybuf4s50_1. Post-route period utilization is reported as between 40% and 50%.

The min-delay analysis places its worst path in the category flip-flop to flip-flop. The time the final worst path needs with I/O delays and setup is between 5000 and 6000 ps. The number of global-route vias before repair is between 4k and 5k.

The tree is rooted in a sky130_fd_sc_hd__clkbuf_16. The initial antenna violation count is 0. The overall power after layout is roughly 540 uW. The weighted congestion at the end of routability-driven global placement is slightly above 0.9. The warning tally printed by Yosys for this design is 1.

Ranking logic cells in the layout by count gives the top entries sky130_fd_sc_hd__clkdlybuf4s50_1, sky130_fd_sc_hd__nor2_1, sky130_fd_sc_hd__dfxtp_1. The layout overhead on the synthesized area is 38.3%. The detailed router reported a total wirelength of 15700 um. The worst hold slack across all endpoints is between 400 and 500 ps. The report shows a maximum critical-path fanout of 5. CTS reports a maximum clock tree buffer depth of 2. For this run, asynchronously set or reset flops after synthesis account for 0%. The number of warnings the tools reported is 26.

The main area contributors are sky130_fd_sc_hd__dfxtp_1, sky130_fd_sc_hd__nand4_1, sky130_fd_sc_hd__nor2_1. The layout summary lists the proportion of cells stronger than drive strength 1 as under 10%. The arithmetic-cell share of the synthesized area counting full adders, half adders and majority gates is less than 1%. The number of core rows is roughly 46. The number of gates resized after CTS is 0. Entering global routing, the biggest net connects between 50 and 60 pins. The synthesized area is slightly below 5000 um2.

The cell count listed in synth_stat.txt is between 600 and 700. The largest area contributor in the synthesized netlist is sky130_fd_sc_hd__dfxtp_1. The kind of start point of the critical path is a primary input. TritonCTS reports the number of clock sinks as around 73. Walking the worst path, the cells encountered are clkdlybuf4s50_1 -> nor4_1 -> nand2_1 -> nor4_1 -> nand4_1 -> nor4b_1 -> nor4b_1 -> nor4b_2 -> a31o_1. In this run the full chip footprint comes out at between 15000 and 20000 um2.

The number of hold buffers added after CTS is 0. Summing the areas of all compound-gate instances in the mapped netlist gives under 10% of the synthesized area. Buffers inserted during clock tree synthesis total 9. According to the floorplan report, the die height is around 130 um.

On the final layout, the worst clock skew is 7.73 ps. Recorded from the global router log, the overflow total was 0. The remaining routing DRC violations is 0. The most used flip-flop cell after synthesis is sky130_fd_sc_hd__dfxtp_1.

Among the non-sequential cells, simple AND/OR/NAND/NOR gates take the most area. Per the power-grid run, VDD falls by no more than between 0.04 and 0.05 mV. The script extracted a total leakage power of between 0.002 and 0.0025 uW.

The total I/O pin count is ~150. The maximum clock rate is roughly 190 MHz. The count of final hold-check violations is 0. On the reported timing paths, the clock transition at the registers reads approximately 60 ps. The synthesized netlist devotes 11.0% of its cell area to XOR and XNOR gates. The first global-routing pass estimated 24700 um of wire. In the final timing run, aggregate negative setup slack is 0 ps.

The number of buffers added for setup after CTS is 0. The post-route cell area is 6740 um2. The final tally of setup violations is 0. Counting flops with a built-in enable in the synthesized netlist gives 0. The critical path in this run is classified as primary input to flip-flop.

The script logs the mean routed wire length per placed instance as about 16 um. The detailed router finished its first iteration with 338 violations. The first-pass iteration count of the detailed router is 5. The effective utilization at floorplan is a little under a third. Total power normalized to cell area comes to approximately 80 nW/um2.
## where the power goes
part / leakage (uW) / internal (uW) / switching (uW)
clock network: 0.000148 / 154 / 96.3
logic: 0.00144 / 40.2 / 20.2
registers: 0.000588 / 226 / 0.960
## worst max-delay path, delay by kind of cell
kind,cells,cell delay [ps]
and+or+nand+nor,7,2250
AOI/OAI and AO/OA,1,230
buffers and inverters,1,490
## through the flow
| stage | std cells | setup WS, ps |
|---|---|---|
| after floorplan | 638 | 8250 |
| after global placement | 963 | 7220 |
| after detailed placement | 963 | 7230 |
| after CTS | 979 | 7580 |
| after global routing | 979 | 7380 |
| final | 979 | 7580 |
## path summary, 6_finish.rpt
kind                               from                endpoint  slack (ps)  cells past startpoint
setup / recovery                  x[51]            oled_data[5]        7580                      9
hold / removal    frame_rate_counter[0]   frame_rate_counter[0]         480                      1
setup reg to reg  frame_rate_counter[7]  frame_rate_counter[27]        8780                     10
hold reg to reg   frame_rate_counter[0]   frame_rate_counter[0]         480                      1
## per-layer routing
metal / global-route usage [%] / part of all wire [%] / up-vias
met4: 4.45 / 3.0 / 0
li1: - / - / 2582
met2: 34.7 / 50 / 189
met5: 0 / 0 / -
met3: 2.78 / 5.7 / 29
met1: 24.9 / 42 / 2265
## area by class of cell
| class | instances | area [um2] | share of cell area (%) |
|---|---|---|---|
| sequential | 73 | 1460 | 21.7 |
| multi-input combinational | 504 | 3130 | 46.5 |
| inverter | 18 | 67.6 | 1.00 |
| clock inverter | 6 | 57.6 | 0.854 |
| timing repair buffer | 152 | 1510 | 22.4 |
| tap | 216 | 270 | 4.01 |
| clock buffer | 10 | 239 | 3.55 |
## cells in the mapped netlist, drive strengths merged, types with 5 or more instances
| cell type | instances |
|---|---|
| nand3 | 38 |
| nor4b | 6 |
| nor4 | 50 |
| o21ai | 17 |
| a21oi | 12 |
| nor2 | 81 |
| and4 | 6 |
| inv | 18 |
| or4 | 5 |
| clkbuf | 19 |
| or3 | 12 |
| nand4 | 52 |
| nand2 | 40 |
| buf | 24 |
| xnor2 | 34 |
| o21a | 5 |
| and2 | 5 |
| and3 | 14 |
| nor2b | 11 |
| dfxtp | 73 |
| xor2 | 27 |
| or2 | 5 |
| nor3 | 30 |
## flip-flops by register name (all words and copies together) (netlist names)
| register | flops |
|---|---|
| animation_frame | 2 |
| frame_rate_counter | 64 |
| oled_data | 7 |
## kinds of logic after synthesis
family | count (synthesis)
AOI/OAI and AO/OA | 65
xor gates and xnor gates | 61
adders and majority gates | 2
buffers and inverters | 61
DFF | 73
muxes | 3
and+or+nand+nor | 373
No activity file was given, so power comes from the tool's default toggle rates.
