==> /design/flow/design.v <==
`timescale 1ns / 1ps
module end_screen(
    input [63:0] x,
    input [63:0] y,
    input clk,
    input btnC,
    input win,
    input reset,
    output reg [15:0] oled_data,
    output reg restart = 0
    );
    reg btnC_prev = 0;
    reg [31:0] debounce;
    localparam [63:0] centerx = 47;
    localparam [63:0] centery = 31;
    localparam [15:0] brown = 16'b10100_011001_00001;
    localparam [15:0] black = 16'b00000_000000_00000;
    localparam [15:0] red = 16'b11100_000111_00010;
    localparam [15:0] green = 16'b00010_100101_00001;
    always @ (posedge clk) begin
        oled_data <= brown;
        if (x>centerx - 20 && x< centerx-10 && y >10 && y< 13) begin
            oled_data <= black;
        end
        else if (x >centerx-20 && x < centerx-17 && y>10 && y<20) begin
            oled_data <= black;
        end
        else if (x > centerx-20 && x < centerx-10 && y>18 && y<20) begin
            oled_data <= black;
        end
        else if (x > centerx-13 && x < centerx-10 && y>15 && y <20) begin
            oled_data <= black;
        end
        else if ( x>centerx-15 && x<centerx-10 && y>15 && y<18) begin
            oled_data <= black;
        end
        if ($signed(2*x + y) > 90 && $signed(2*x + y) <96 && x>centerx-10 && x<centerx-5 ) begin
            oled_data <= black;
        end
        else if ($signed(y-2*x)< -72 && $signed(y-2*x)>-76 && x>=centerx-5 && x<centerx) begin
            oled_data <= black;
        end
        else if (x>centerx-10&& x<centerx && y>13 && y<15) begin
            oled_data <= black;
        end
        if (x > centerx && x < centerx +3 && y >10 && y <20) begin
            oled_data <= black;
        end
        else if ( x > centerx+7 && x<centerx+10 && y>10 && y<20) begin
            oled_data <= black;
        end
        else if ( $signed(y-x) < -35 &&$signed(y-x)>-39 && x>centerx && x<centerx+5) begin
            oled_data <= black;
        end
        else if ( $signed(x+y) > 65 && $signed(x+y) < 69 && x>centerx+5&& x<centerx+10) begin
            oled_data <= black;
        end
        if (x>centerx+10 && x<centerx+20 && y>10 && y<13) begin
            oled_data <= black;
        end
        else if (x>centerx+10 && x<centerx +13 && y>10 && y<20) begin
            oled_data <= black;
        end
        else if (x> centerx+10 && x <centerx+20 && y>14&& y<17) begin
            oled_data<= black;
        end
        else if (x> centerx+10 && x<centerx+20 && y>18 && y<20) begin
            oled_data <= black;
        end
        if ( x> centerx-20 && x <centerx-11 && y > 21 && y<23) begin
            oled_data <= black;
        end
        else if ( x>centerx-20 && x <centerx - 18 && y>21 && y<30) begin
            oled_data <= black;
        end
        else if ( x> centerx-20 && x < centerx -11 && y >27 && y<30 ) begin
            oled_data <= black;
        end
        else if (x > centerx -13 && x<centerx-11 && y>21 && y<30) begin
            oled_data <= black;
        end
        if ( $signed(y - 2*x) > -54 && $signed(y - 2*x) < -50 && x> centerx-11 && x <centerx-5) begin
            oled_data <= black;
        end
        else if ( $signed(y +2*x) > 112 && $signed(y +2*x) <116 && x>centerx-6 && x<centerx-1) begin
            oled_data <= black;
        end
        if ( x > centerx+1 && x< centerx+10 && y> 21 && y <24) begin
            oled_data <= black;
        end
        else if ( x > centerx+1 && x< centerx+10 && y>24 && y <26) begin
            oled_data <= black;
        end
        else if ( x > centerx+1 && x< centerx+10 && y>28 && y<30) begin
            oled_data <= black;
        end
        else if (x >centerx+1 && x<centerx+3 && y>21 && y<30) begin
            oled_data <= black;
        end
        if ( x > centerx+11 && x < centerx+20 && y>21 && y<24) begin
            oled_data <= black;
        end
        else if (x > centerx+11 && x< centerx+13 && y>21&& y<30) begin
            oled_data <= black;
        end
        else if ( x> centerx+11 && x<centerx+20 && y>24&& y<26) begin
            oled_data <= black;
        end
        else if (x > centerx+18 && x<centerx+20 && y>21 && y<26 ) begin
            oled_data <= black;
        end
        else if ($signed(y - x) < -31 && $signed(y - x)> -35 && x > centerx+11 && x<centerx+20 ) begin
            oled_data <= black;
        end
        if ( win) begin
            if ($signed(y-x) > 11 &&$signed(y-x) < 15 && x >27&& x<37) begin
            oled_data <= green;
            end
            else if ($signed(y+x) > 85 && $signed(y+x) < 89 &&x>37 && x<47) begin
            oled_data <= green;
            end
            else if ( $signed(y-x) > -9 &&$signed(y-x) < -5&& x>47&& x<57) begin
            oled_data <= green;
            end
            else if ( $signed(y+x) > 105&& $signed(y+x) < 109 && x >57 && x<67) begin
            oled_data <= green;
            end
        end
        else if (win == 0) begin 
            if (x > centerx-2 && x < centerx+2&& y > 40 && y <50) begin
                oled_data <= red;
            end
            else if ( x> centerx -2 && x < centerx+8 && y >47 && y<50) begin
                oled_data <= red;
            end
        end
        if (reset) begin
            if (btnC) debounce <= debounce + 1;
            else debounce <= 0;
            if (debounce >= 2000000) restart <= 1;
        end else restart <= 0;
    end
endmodule
==> /design/flow/run.sh <==
#!/bin/bash
# OpenROAD 26Q1-2900-gdf79404cd8, Yosys 0.63+post, stock flow scripts
make -C /OpenROAD-flow-scripts/flow DESIGN_CONFIG=/design/flow/config.mk WORK_HOME=/design/flow/orfs finish
==> /design/flow/config.mk <==
export PLATFORM = sky130hd
export DESIGN_NAME = end_screen
export DESIGN_NICKNAME = end_screen
export VERILOG_FILES = /design/flow/design.v
export SDC_FILE = /design/flow/constraint.sdc
export NUM_CORES = 4
export LEC_CHECK = 1
export CORE_UTILIZATION = 30
==> /design/flow/constraint.sdc <==
current_design end_screen

set clk_period 36.8
set clk_io_pct 0.2

create_clock -name clk0 -period $clk_period [get_ports {clk}]

set non_clock_inputs [all_inputs -no_clocks]
set_input_delay [expr $clk_period * $clk_io_pct] -clock clk0 $non_clock_inputs
set_output_delay [expr $clk_period * $clk_io_pct] -clock clk0 [all_outputs]
==> flow_metrics.tcl <==
# collected from the flow reports
set metrics [dict create \
    crit_arrival_ns 13.83 \
    tightestPinTransition_ns 1.18 \
    cts_repair_resize_count 0 \
    synth-main-ff-cell "edfxtp_1" \
    root_buffer "clkbuf_16" \
    wl_mm 150 \
    critPathKind "input pin to flip-flop" \
    drv_slew 0 \
    first_pass_iters 6 \
    drc_errors 0 \
    powerDensity_nw_per_um2 23.8 \
    hold_class "flip-flop to flip-flop" \
    setup_viol 0 \
    worst_r2r_startpoint "debounce[3]" \
    synth-edff-count 32 \
    cts-hold-fix-buffers 0 \
    holdPathStages 1 \
    tns_ns 0 \
    area_leaders "ha_1 14%, a21oi_1 7.6%, nand2_1 5.3%" \
    design_area_um2 26100 \
    cts_buffer_depth 2 \
    power.leakage_nw 9.69 \
    clkTransAtPathRegs_ns 0.06 \
    core_area_um2 76200 \
    floorplan.rows 101 \
    placed_area_um2 25900 \
    cts_tree "yes" \
    hold_viol_final 0 \
    synth_seq_share_pct 4.84 \
    gp_congestion 1.06 \
    total_power_uw 619 \
    clock_skew_ns 0.00845 \
    layout-drive-gt1-share_pct 4.88 \
    numSynthFlops 40 \
    place_hpwl_mm 127 \
    min_period_ns 13.68 \
    grt_max_degree 34 \
    pre_cts_ws_ns 23.00 \
    critPathMaxFanout 14 \
    overflow 0 \
    die_h_um 280 \
    first_global_vias 28400 \
    io_buffers 144 \
    grt_setup_unrepaired "no" \
    min_to "debounce[0]" \
    clock-sinks 40 \
    maxCapViolations 0 \
    warning_count 152 \
    worst_r2r_endpoint "debounce[28]" \
    antenna_found_initial 16 \
    fp_util_pct 30.4 \
    status "completed" \
    worst_slack_ns 23.12 \
    yosys.area.top_type_share_pct 13.6 \
    common_cells "352 x a21oi_1, 330 x nand2_1, 315 x nor2_1, 252 x ha_1, 226 x o21ai_0" \
    wl_per_cell_um 32.1 \
    die_x_um 280 \
    fill_cells 8368 \
    ys_types 96 \
    grt_use_total_pct 37.9 \
    ys_area_um2 23200 \
    area_growth_pct 12.5 \
    hold_ws_ns 0.613 \
    syn_area_um2 23200 \
    r2r_cells 12 \
    utilization_pct 34.2 \
    insertion_delay_ns 0.29 \
    r2r_slack_ns 33.76 \
    hold_path_startpoint "debounce[0]" \
    critPathLaunchType "input pin" \
    drt-initial-drc-count 3550 \
    syn_inst 3586 \
    placed_cells 4668 \
    viasPerCell 6.56 \
    ys_cells 3586 \
    max_freq_mhz 73.1 \
    instances_no_fill 4677 \
    finalCritPeriodShare_pct 37.2 \
    vias 30700 \
    die_area_um2 78400 \
    yosys_warnings 1 \
    synthArstFlopShare_pct 0 \
    cp.required_ns 36.95 \
    h-tree-depth 2 \
    post_cts_buffers 0 \
    end_kind "flip-flop" \
    top_cell "a21oi_1" \
    top_area_cell "ha_1" \
    relSlewSlack_pct 21.3 \
    grt_pass1_wl_mm 211 \
    vdd_ir_drop_max_mv 0.0238 \
    numCtsBuffers 5 \
    ios 149 \
    ant_nets 0 \
    syn_avg_cell_area_um2 6.46 \
]
## placed cells by master, fill, tap and decap left out, types with 21 or more instances in the layout
master / instances
a31oi_1: 42
or4_1: 24
a2111oi_0: 22
nor2b_1: 70
or2_2: 21
xnor2_1: 108
o21bai_1: 31
o21ai_0: 226
nand3_1: 108
nand2b_1: 40
clkdlybuf4s50_1: 144
o31ai_1: 67
nor3_1: 116
edfxtp_1: 32
o21a_1: 32
ha_1: 252
inv_1: 195
o21ai_1: 23
nor2_1: 315
nand2_1: 330
buf_4: 96
and2_1: 66
a211oi_1: 46
and3_1: 35
a22oi_1: 21
nand4_1: 113
a21o_1: 54
o211ai_1: 41
nor4_1: 144
or3_1: 40
o2111ai_1: 25
a21oi_1: 352
## logic make-up after synthesis
group / Yosys count / synth area share (%)
compound gates: 1241 / 35.3
xor+xnor: 128 / 4.84
fa+ha+maj: 256 / 14.0
buf+inv: 394 / 6.60
flops: 40 / 4.84
mux: 27 / 1.20
other cells: 1 / 0.0162
simple gates: 1499 / 33.2
## final cells by class
cell class | instances | area [um2] | share of cell area, %
multi-input cells | 3155 | 20600 | 78.9
repair buffers | 240 | 2160 | 8.30
well taps | 1030 | 1290 | 4.94
flip-flops and latches | 40 | 1120 | 4.30
inverters | 203 | 762 | 2.92
clock buffers | 5 | 125 | 0.480
clock inverters | 3 | 47.5 | 0.182
diodes | 1 | 2.50 | 0.00960
## sequential cells by signal, summed over array words and instances, names as in the netlist
register,flops
debounce,32
oled_data,7
restart,1
## where the power goes
part	internal, mW	total, mW	switching (mW)
logic	0.155	0.516	0.361
registers	0.0515	0.0536	0.00208
clock network	0.0322	0.0499	0.0177
## metal layers
layer  vias up  global-route usage (%)  share of wire [%]
met5         -                       0              0.070
met4        18                    9.77                3.2
met3       242                    11.3                 11
met2      1804                    53.7                 40
met1     14900                    55.5                 45
li1      13800                       -                  -
## worst max path at each step
stage | from | slack, ns | endpoint | cells past startpoint
6_report | x[3] | 23.12 | oled_data[9] | 16
4_1_cts | x[3] | 23.25 | oled_data[5] | 16
5_1_grt | x[3] | 22.70 | oled_data[5] | 18
## critical path: stages
cell             delay (ns)
clkdlybuf4s50_1        0.79
clkinv_1               0.48
ha_1                   0.64
nand2_1                0.11
o211ai_1               0.46
nand3_1                0.21
o21ai_0                0.56
nand4_1                0.17
or4b_1                 0.56
a2111oi_0              0.60
o311ai_1               0.22
or4_1                  0.57
o32ai_1                0.61
a311oi_1               0.10
o21ai_1                0.28
nor3_1                 0.12
No activity file was given, so power comes from the tool's default toggle rates.
