<file path="./design.v">
`timescale 1ns / 1ps
module left_right_toggler(
    input btnL,
    input btnR,
    input clk,
    input started,
    output reg [1:0] state = 0
    );
    reg [32:0] debounce_counter = 0;  
    reg left_pressed = 0;  
    reg right_pressed = 0;  
    reg last_activated = 0;
    always @(posedge clk) begin
        if (btnL || btnR)
        debounce_counter <= debounce_counter + 1;
        else
        debounce_counter <= 0;
        if (debounce_counter == 20_000_00) begin
        if (btnL && state > 0 && started ==0)
            state <= state - 1;
        else if (btnR && state < 2 && started == 0)
            state <= state + 1;
        end
    end
endmodule
`timescale 1ns / 1ps
module start_screen(
    input [63:0] x,
    input [63:0] y,
    input clk,
    input btnL,
    input btnR,
    input btnC,
    input reset,
    output reg [15:0] oled_data,
    output reg started = 0,
    output reg [1:0] difficulty
    );
    localparam [15:0] orange = 16'b11101_011110_00001;
    localparam [15:0] white = 16'b11111_111111_11111;
    localparam [15:0] green = 16'b00010_100101_00001;
    localparam [15:0] yellow = 16'b11010_110110_00001;
    localparam [15:0] red = 16'b11100_000111_00010;
    localparam [15:0] black = 16'b00000_000000_00000;
    wire [1:0]difficulty_state;
    left_right_toggler difficulty_menu (.btnL(btnL),.btnR(btnR),.clk(clk),.state(difficulty_state),.started(started));
    reg [32:0] debounce_counter = 0;
    wire signed [40:0] circle_formula;
    assign circle_formula = (x-47)*(x-47) + (y-31)*(y-31);
    wire shouldDisplayCircle;
    assign shouldDisplayCircle = (circle_formula > 60 && circle_formula <68);
    wire signed [40:0] circle_formula_left;
    assign circle_formula_left = (x-0)*(x-0) + (y-31)*(y-31);
    wire shouldDisplayCircleLeft;
    assign shouldDisplayCircleLeft = (circle_formula_left > 390 && circle_formula_left <410);
    wire signed [40:0] circle_formula_right;
    assign circle_formula_right = (x-95)*(x-95) + (y-31)*(y-31);
    wire shouldDisplayCircleRight;
    assign shouldDisplayCircleRight = (circle_formula_right > 390 && circle_formula_right <410);
    always @ (posedge clk) begin
        oled_data <= orange;
        if ( x >46 && x < 48 && y>9 && y< 52) begin
            oled_data <= white;
        end
        if (shouldDisplayCircle) begin
            oled_data <= white;
        end
        if (shouldDisplayCircleLeft) begin
            oled_data <= white;
        end
        if (shouldDisplayCircleRight) begin
            oled_data <= white;
        end
        if (x>0 && x < 10 && y >22 && y < 24) begin
            oled_data <= white;
        end
        else if ( x> 0 && x <10 && y>40 && y<42) begin
            oled_data <= white;
        end
        else if ( x > 8 && x < 11 && y >22 && y <42) begin
            oled_data <= white;
        end
        if (x>85 && x<95 && y>22 && y<24) begin
            oled_data <= white;
        end
        else if ( x>85 && x<95 && y>40 && y <42) begin
            oled_data <= white;
        end
        else if ( x>82 && x<85 && y >22 && y<42) begin
            oled_data <= white;
        end
        if (x > 30 && x <37 && y >50 && y < 52)begin
            oled_data <= green;
        end
        else if (x > 30 && x<37 && y >54 && y < 56)begin
            oled_data <= green;
        end
        else if (x > 30 && x<37 && y >58 && y < 60)begin
            oled_data <= green;
        end
        else if (x > 30 && x <33 && y >50 && y <60) begin
            oled_data <= green;
        end 
        if ( x > 42 && x<45 && y >50 && y <60) begin
            oled_data <= yellow;
        end
        else if ($signed(x - y) > -10&& $signed(x - y)<-6 && x>42 && x<47)begin
            oled_data <= yellow;
        end 
        else if ($signed(x + y) > 100 && $signed(x + y)<104 && x>47 && x<52) begin
            oled_data <= yellow;
        end
        else if ( x >50 && x <53  && y > 50 && y <60) begin
            oled_data <= yellow;
        end
        if ( x >58 && x < 61 && y > 50 && y < 60) begin
            oled_data <= red;
        end
        else if ( x > 65 && x<68 && y > 50 && y< 60 ) begin
            oled_data <= red;
        end
        else if (x>58 && x < 68 && y >54 && y < 56) begin 
            oled_data <= red;
        end
        if ( x > 30 && x <37 && y > 60 && y<63 && difficulty_state == 0) begin
           oled_data <= black ;
        end
        else if (x > 42 && x<53 && y > 60 && y<63 && difficulty_state ==1) begin
           oled_data <= black;
        end 
        else if ( x> 58 && x<68 && y > 60 && y<63 && difficulty_state == 2) begin 
            oled_data <= black;
        end
        if (reset) started <= 0;
        if (started == 0) begin
            if (btnC)
                debounce_counter <= debounce_counter + 1;
            else
                debounce_counter <= 0;
             if (debounce_counter == 20_000_00) begin
                started <= started+1;
             end
        end
        difficulty = difficulty_state;
    end
endmodule
</file>
<file path="./run.sh">
#!/bin/bash
# OpenROAD 26Q1-2900-gdf79404cd8, Yosys 0.63+post, stock flow scripts
make -C /OpenROAD-flow-scripts/flow DESIGN_CONFIG=/design/flow/config.mk WORK_HOME=/design/flow/orfs finish
</file>
<file path="./config.mk">
export PLATFORM = sky130hd
export DESIGN_NAME = start_screen
export DESIGN_NICKNAME = start_screen
export VERILOG_FILES = /design/flow/design.v
export SDC_FILE = /design/flow/constraint.sdc
export NUM_CORES = 4
export LEC_CHECK = 1
export CORE_UTILIZATION = 30
</file>
<file path="./constraint.sdc">
current_design start_screen

set clk_period 28.1
set clk_io_pct 0.2

create_clock -name clk0 -period $clk_period [get_ports {clk}]

set non_clock_inputs [all_inputs -no_clocks]
set_input_delay [expr $clk_period * $clk_io_pct] -clock clk0 $non_clock_inputs
set_output_delay [expr $clk_period * $clk_io_pct] -clock clk0 [all_outputs]
</file>
==> GITHUB_STEP_SUMMARY <==
## Synthesis and layout report

| Metric | Value |
|---|---|
| Outcome | `finished, final reports clean` |
| Post-Syn Area per Cell | `8.677 sq um` |
| # clock sinks | `81` |
| Multiplexer share of the synthesized area | `0.3207%` |
| Antenna-violating nets left | `0` |
| R2r setup slk | `25.10 ns` |
| Critical path data arrival time | `24.30 ns` |
| Global-route usage over all layers | `between 20% and 30%` |
| OpenROAD warning count | `145` |
| Post-layout period usage of the worst path | `~85%` |
| TritonCTS clock tree | `built` |
| Main logic family after synthesis | `adder cells` |
| RSZ-0062 raised after global routing | `false` |
| Starting density of the core | `30.17%` |
| Total clock buffers created by CTS | `9` |
| Slew at the pin closest to its max-slew limit | `1.383 ns` |
| Violation tally from detailed-route iteration zero | `4,854` |
| Yosys top cell by area | `sky130_fd_sc_hd__fa_1` |
| Avg WL per Cell | `about 22 um` |
| Count of different cell masters after synthesis | `104` |
| Number of instances on the worst hold path | `1` |
| Maximum single-stage delay on the critical path | `0.68 ns` |
| Die Footprint | `0.3639 sq mm` |
| Post-Route Skew | `roughly 0.016 ns` |
| CTS root buffer | `sky130_fd_sc_hd__clkbuf_16` |
| Skew-Pair Late Insertion Delay | `0.38 ns` |
| Fin cells | `about 17,000` |
| Detailed-routing iteration count for the pre-antenna-repair pass | `7` |
| Commonest flop | `sky130_fd_sc_hd__dfxtp_1` |
| Num ports | `roughly 150` |
| Pin count of the biggest net entering global routing | `43` |
| Std-Cell Core Area | `0.3595 sq mm` |
| Weighted congestion at the end of routability-driven global placement | `1.038` |
| Area reported by Yosys stat | `0.1085 sq mm` |
| Final Setup Violations | `0` |
| Critical Path Source Type | `primary input` |
| Largest cells by area | `sky130_fd_sc_hd__fa_1, sky130_fd_sc_hd__inv_1, sky130_fd_sc_hd__ha_1` |
| Die W | `about 600 um` |
| Via total after detailed routing | `84,240` |
| Number of antenna violations at the first check in global routing | `34` |
| Fill cell count | `about 38,000` |
| Post-CTS setup buffers | `0` |
| RR Endpoint | `debounce_counter[20]` |
| Final Hold Fails | `0` |
| Maximum clock insertion buffer count | `2` |
| Maximum Capacitance Violations | `0` |
| Highest Clock Rate | `41.68 MHz` |
| CTS H-tree lvls | `3` |
| Crit path time final | `around 24 ns` |
| Synthesized area | `0.1085 sq mm` |
| First-pass GRT wire length | `584,600 um` |
| Startpoint of the most critical register-to-register path | `debounce_counter[3]` |
| Quantity of I/O buffers inserted on ports | `around 150` |
| Post-CTS clock slew at the launch and capture registers of the worst setup and hold paths | `about 0.060 ns` |
| Final number of max-transition violations | `0` |
| Max transition margin | `7.472%` |
| Die outline height | `603.3 um` |
| Adder and majority gate portion of the synthesized area | `59.79%` |
| Setup crit end | `oled_data[5]` |
| Xor and xnor fraction of the mapped netlist area | `3.631%` |
| Seq share, synth | `1.818%` |
| Layout overhead on the synthesized area | `8.098%` |
| Number of cells on the worst reg-to-reg path | `10` |
| Ys Warns | `2` |
| Estimated wirelength of the detail-placed design | `between 300,000 and 400,000 um` |
| Top-area cell share | `49.75%` |
| Count of cells resized by post-cts repair | `0` |
| Maximum fanout encountered on the critical timing path | `12` |
| Yosys cell count | `12,500` |
| Total negative slack for setup checks | `0 ns` |
| AO/OA Area Share | `7.318%` |
| Vias in the first global route | `92,210` |
| Cells after Synth | `about 13,000` |
| Core Rows | `220` |
| Share of synthesized registers carrying an async set or reset | `0%` |
| Worst Setup Path Type | `in -> reg` |
| Area share of and/or/nand/nor cells after synthesis | `13.01%` |
| Most frequent cells in the layout | `sky130_fd_sc_hd__inv_1, sky130_fd_sc_hd__fa_1, sky130_fd_sc_hd__nand2_1, sky130_fd_sc_hd__ha_1, sky130_fd_sc_hd__nor2_1` |
| Most prevalent standard cell on the critical path | `sky130_fd_sc_hd__fa_1` |
| Total global routing overflow | `0` |
| DRC violation count after routing | `0` |
| Fraction of final layout cells sized beyond drive strength 1 | `3.880%` |
| Flip-flop and latch count after synthesis | `81` |
| Most common cell after layout, fill and taps aside | `sky130_fd_sc_hd__inv_1` |
| Critical path required time | `28.41 ns` |
| Post-synth tally of flip-flops with integrated enable | `35` |
| Launching instance or port of the critical path | `y[1]` |
| Cell at the slowest stage of the critical path | `sky130_fd_sc_hd__nor4_1` |
| Critical path capture point type | `flip-flop` |
| Overall routed net length | `383,200 um` |
| Via count normalized by instance count | `4.849` |
| Placed Cells incl. Taps | `17,330` |
| Hold Crit Class | `reg -> reg` |
| Post-cts hold buffer count | `0` |
## layer usage
layer	vias to the layer above	GRT usage, %	part of all wire (%)
li1	37520	-	-
met4	24	10.39	6.3
met1	42040	28.25	37
met3	755	10.83	13
met5	-	0.2246	0.048
met2	3897	34.30	44
## worst max-delay path, delay by kind of cell
family	cells	cell delay (ns)
xor+xnor	2	0.33
fa+ha+maj	19	9.07
buf+inv	12	1.58
simple gates	12	3.95
compound gates	15	3.67
## flip-flops by register name (all words and copies together) (netlist names)
| name | cells |
|---|---|
| debounce_counter | 33 |
| difficulty | 2 |
| started | 1 |
| difficulty_menu.debounce_counter | 33 |
| oled_data | 10 |
| difficulty_menu.state | 2 |
## synthesized netlist by cell type (13+ instances only)
| cell | instances |
|---|---|
| sky130_fd_sc_hd__nand4_1 | 88 |
| sky130_fd_sc_hd__a32oi_1 | 14 |
| sky130_fd_sc_hd__nor4_1 | 114 |
| sky130_fd_sc_hd__a31oi_1 | 35 |
| sky130_fd_sc_hd__or4_1 | 25 |
| sky130_fd_sc_hd__o2111ai_1 | 28 |
| sky130_fd_sc_hd__dfxtp_1 | 46 |
| sky130_fd_sc_hd__o22ai_1 | 21 |
| sky130_fd_sc_hd__xnor2_1 | 309 |
| sky130_fd_sc_hd__a21o_1 | 91 |
| sky130_fd_sc_hd__nand2_1 | 1380 |
| sky130_fd_sc_hd__nor2b_1 | 70 |
| sky130_fd_sc_hd__buf_1 | 37 |
| sky130_fd_sc_hd__o21bai_1 | 40 |
| sky130_fd_sc_hd__mux2i_1 | 28 |
| sky130_fd_sc_hd__ha_1 | 870 |
| sky130_fd_sc_hd__nor2_1 | 737 |
| sky130_fd_sc_hd__a2111oi_0 | 17 |
| sky130_fd_sc_hd__and2_1 | 170 |
| sky130_fd_sc_hd__a211oi_1 | 37 |
| sky130_fd_sc_hd__a311oi_1 | 14 |
| sky130_fd_sc_hd__o21ai_0 | 231 |
| sky130_fd_sc_hd__nand2b_1 | 59 |
| sky130_fd_sc_hd__clkinv_1 | 14 |
| sky130_fd_sc_hd__o21a_1 | 44 |
| sky130_fd_sc_hd__edfxtp_1 | 35 |
| sky130_fd_sc_hd__or3_1 | 41 |
| sky130_fd_sc_hd__fa_1 | 2695 |
| sky130_fd_sc_hd__and3_1 | 43 |
| sky130_fd_sc_hd__clkbuf_1 | 365 |
| sky130_fd_sc_hd__a211o_1 | 16 |
| sky130_fd_sc_hd__or2_2 | 33 |
| sky130_fd_sc_hd__inv_1 | 3629 |
| sky130_fd_sc_hd__nand3_1 | 145 |
| sky130_fd_sc_hd__xor2_1 | 133 |
| sky130_fd_sc_hd__nor3b_1 | 16 |
| sky130_fd_sc_hd__a221oi_1 | 19 |
| sky130_fd_sc_hd__a22oi_1 | 15 |
| sky130_fd_sc_hd__o211ai_1 | 35 |
| sky130_fd_sc_hd__o31ai_1 | 49 |
| sky130_fd_sc_hd__o32ai_1 | 13 |
| sky130_fd_sc_hd__nor3_1 | 129 |
| sky130_fd_sc_hd__a21boi_0 | 18 |
| sky130_fd_sc_hd__a21oi_1 | 317 |
## through the flow
stage | hold WS, ns | util (%) | instance area [sq um] | worst slack, ns
after floorplan | 0.3740 | - | 108500 | 6.516
after global placement | 0.4555 | 32.51 | 116900 | 4.073
after detailed placement | 0.4617 | 32.51 | 116900 | 3.924
after CTS | 0.4776 | 32.60 | 117200 | 4.271
after global routing | 0.5180 | 32.60 | 117200 | 3.167
final | 0.4712 | 32.61 | 117200 | 4.110
## final cells by class
type / instances / area (sq um) / share of cell area [%]
Clock buffer: 9 / 225.2 / 0.1921
Timing Repair Buffer: 477 / 3824 / 3.261
Inverter: 3650 / 13700 / 11.69
Antenna cell: 21 / 52.55 / 0.04482
Multi-Input combinational cell: 8353 / 91390 / 77.95
Sequential cell: 81 / 1972 / 1.682
Clock inverter: 7 / 100.1 / 0.08538
Tap cell: 4773 / 5972 / 5.094
## cell families (layout without fill, tap and decap cells)
logic type | Yosys count | count (layout)
DFF | 81 | 81
and+or+nand+nor | 3117 | 3117
xor gates and xnor gates | 445 | 445
AOI/OAI and AO/OA | 1191 | 1191
buffers and inverters | 4066 | 4143
other | 0 | 21
muxes | 34 | 34
adders and majority gates | 3566 | 3566
## worst min path at each step
stage	start	to	slack, ns
after CTS	difficulty_menu.debounce_counter[0]	difficulty_menu.debounce_counter[0]	0.48
after global routing	difficulty_menu.debounce_counter[0]	difficulty_menu.debounce_counter[0]	0.52
final	difficulty_menu.debounce_counter[0]	difficulty_menu.debounce_counter[0]	0.47
